==> flow/design.v <==
module adder_32b (a , b, cin, cout, sum);
  input [31:0] a, b;
  input cin;
  output cout;
  output [31:0] sum;
  assign {cout, sum} = a + b + cin;
endmodule
module alu (a, b, ctrl, y, zero);
  input [31:0] a, b;
  input [2:0] ctrl;
  output [31:0] y;
  output zero;
  assign y =  (ctrl == 3'b000) ? (a & b) :
              (ctrl == 3'b001) ? (a | b) : 
              (ctrl == 3'b010) ? (a + b) :
              (ctrl == 3'b110) ? (a - b) : 
              ((a[31]==1 && b[31]==0)? 32'd1 : (a[31]==0&&b[31]==1) ? 32'd0 : (a < b) ? 32'd1 : 32'd0);  
  assign zero = (y == 32'd0) ? 1'b1 : 1'b0;
endmodule
module alu_controller (alu_op, func, operation);
  input [1:0] alu_op;
  input [5:0] func;
  output [2:0] operation;
  reg [2:0] operation;
  always @(alu_op, func)
  begin
    operation = 3'b000;
    if (alu_op == 2'b00)         
      operation = 3'b010;
    else if (alu_op == 2'b01)    
      operation = 3'b110;
    else if (alu_op == 2'b11)    
      operation = 3'b111;
    else
      begin
        case (func)
          6'b100000: operation = 3'b010;   
          6'b100011: operation = 3'b110;   
          6'b100100: operation = 3'b000;   
          6'b100101: operation = 3'b001;   
          6'b101010: operation = 3'b111;   
          default:   operation = 3'b000;
        endcase
      end
  end
endmodule
module controller ( opcode, func, zero, reg_dst, mem_to_reg, reg_write, 
                    alu_src, mem_read, mem_write, pc_src, operation,
                    pc_src2, mem_to_reg_2, reg_dst_2
                  );
    input [5:0] opcode;
    input [5:0] func;
    input zero;
    output  reg_dst, mem_to_reg, reg_write, alu_src, 
            mem_read, mem_write, pc_src ,mem_to_reg_2, reg_dst_2;
    output [1:0] pc_src2;
    reg     reg_dst, mem_to_reg, reg_write, 
            alu_src, mem_read, mem_write  ,mem_to_reg_2, reg_dst_2; 
    reg    [1:0]  pc_src2;
    output [2:0] operation;
    reg [1:0] alu_op;     
    reg branch;   
    alu_controller ALU_CTRL(alu_op, func, operation);
    always @(opcode)
    begin
        {reg_dst, pc_src2, mem_to_reg_2, reg_dst_2, alu_src, mem_to_reg, reg_write, mem_read, mem_write, branch, alu_op} = 13'd0;
      case (opcode)
        6'b000000 : {reg_dst, reg_write, alu_op} = 4'b1110;   
        6'b100011 : {alu_src, mem_to_reg, reg_write, mem_read} = 4'b1111; 
        6'b101011 : {alu_src, mem_write} = 2'b11;                                 
        6'b000100 : {branch, alu_op} = 3'b101; 
        6'b001001: {reg_write, alu_src} = 2'b11;
        6'b000010: {pc_src2} = 2'd1;
        6'b000110: {pc_src2} = 2'd2;               
        6'b001010: {alu_op , reg_write, alu_src} = 4'b1111;
        6'b000011: {mem_to_reg_2, reg_write, reg_dst_2,pc_src2} = 5'b11101;
      endcase
    end
    assign pc_src = branch & zero;
endmodule
module datapath ( clk, rst, inst_adr, inst,
                  data_adr, data_out, data_in, 
                  reg_dst, mem_to_reg, alu_src, pc_src, alu_ctrl, reg_write,
                  zero,
                  pc_src2, mem_to_reg_2, reg_dst_2
                 );
  input  clk, rst;
  output [31:0] inst_adr;
  input  [31:0] inst;
  output [31:0] data_adr;
  output [31:0] data_out;
  input  [31:0] data_in;
  input  reg_dst, mem_to_reg, alu_src, pc_src, reg_write;
  input  [2:0] alu_ctrl;
  output zero;
  input  mem_to_reg_2, reg_dst_2; 
  input [1:0] pc_src2;
  wire [31:0] pc_out;
  wire [31:0] adder1_out;
  wire [31:0] read_data1, read_data2;
  wire [31:0] sgn_ext_out;
  wire [31:0] mux2_out;
  wire [31:0] alu_out;
  wire [31:0] adder2_out;
  wire [31:0] shl2_out;
  wire [31:0] mux3_out;
  wire [31:0] mux4_out;
  wire [31:0] mux5_out;
  wire [31:0] mux7_out;
  wire [31:0] j_add;
  wire [4:0] mux6_out;
  wire [4:0]  mux1_out;
  reg_32b PC(mux5_out, rst, 1'b1, clk, pc_out);
  adder_32b ADDER_1 (pc_out , 32'd4, 1'b0, , adder1_out); 
  mux2to1_5b MUX_1(inst[20:16], inst[15:11], reg_dst, mux1_out); 
  reg_file  RF(mux7_out, inst[25:21], inst[20:16], mux6_out, reg_write, rst, clk, read_data1, read_data2); 
  sign_ext SGN_EXT(inst[15:0], sgn_ext_out); 
  mux2to1_32b MUX_2(read_data2, sgn_ext_out, alu_src, mux2_out);
  alu ALU(read_data1, mux2_out, alu_ctrl, alu_out, zero);
  shl2 SHL2(sgn_ext_out, shl2_out);
  adder_32b ADDER_2(adder1_out, shl2_out, 1'b0, , adder2_out);
  mux2to1_32b MUX_3(adder1_out, adder2_out, pc_src, mux3_out);
  mux2to1_32b MUX_4(alu_out, data_in, mem_to_reg, mux4_out);
  mux3to1_32b MUX_5(mux3_out, j_add, read_data1, pc_src2, mux5_out);
  mux2to1_5b MUX_6(mux1_out, 5'd31, reg_dst_2, mux6_out);
  mux2to1_32b MUX_7(mux4_out, adder1_out, mem_to_reg_2, mux7_out);
  shl2 J_ADRS({2'b00,adder1_out[31:28],inst[25:0]}, j_add);
  assign inst_adr = pc_out;
  assign data_adr = alu_out;
  assign data_out = read_data2;
endmodule  
module mips_single_cycle (rst, clk, inst_adr, inst, data_adr, data_in, data_out, mem_read, mem_write);
  input rst, clk;
  output [31:0] inst_adr;
  input  [31:0] inst;
  output [31:0] data_adr;
  input  [31:0] data_in;
  output [31:0] data_out;
  output mem_read, mem_write;
  wire reg_dst, mem_to_reg, alu_src, pc_src, reg_write, zero;
  wire [2:0] alu_ctrl;
  wire [1:0] pc_src2;
  wire  mem_to_reg_2, reg_dst_2;
  datapath DP(  clk, rst, inst_adr, inst, data_adr, data_out, data_in, 
                reg_dst, mem_to_reg, alu_src, pc_src, alu_ctrl, reg_write, zero
                , pc_src2, mem_to_reg_2, reg_dst_2
            );
  controller CU(  inst[31:26], inst[5:0], zero, reg_dst, mem_to_reg, reg_write, 
                  alu_src, mem_read, mem_write, pc_src, alu_ctrl ,
                  pc_src2, mem_to_reg_2, reg_dst_2
                );
endmodule
module mux2to1_32b (i0, i1, sel, y);
  input [31:0] i0, i1;
  input sel;
  output [31:0] y;
  assign y = (sel==1'b1) ? i1 : i0;
endmodule
module mux2to1_5b (i0, i1, sel, y);
  input [4:0] i0, i1;
  input sel;
  output [4:0] y;
  assign y = (sel==1'b1) ? i1 : i0;
endmodule
module mux3to1_32b (i0, i1, i2, sel, y);
  input [31:0] i0, i1, i2;
  input [1:0]sel;
  output [31:0] y;
  assign y = (sel==2'b10) ? i2 :
             (sel==2'b01) ? i1 :
             (sel==2'b00) ? i0 : 31'd0;
endmodule
module reg_32b (d_in, sclr, ld, clk, d_out);
  input [31:0] d_in;
  input sclr, ld, clk;
  output [31:0] d_out;
  reg [31:0] d_out;
  always @(posedge clk)
  begin
    if (sclr==1'b1)
      d_out = 32'd0;
    else if (ld)
      d_out = d_in;
  end
endmodule
module reg_file (wr_data, rd_reg1, rd_reg2, wr_reg, reg_write, rst, clk, rd_data1, rd_data2);
  input [31:0] wr_data;
  input [4:0] rd_reg1, rd_reg2, wr_reg;
  input reg_write, rst, clk;
  output [31:0] rd_data1, rd_data2;
  reg [31:0] register_file [0:31];
  integer i;
  assign rd_data1 = (rd_reg1 == 5'b0) ? 32'd0 : register_file[rd_reg1];
  assign rd_data2 = (rd_reg2 == 5'b0) ? 32'd0 : register_file[rd_reg2];
  always @(posedge clk)
    if (rst == 1'b1)
      for (i=0; i<32 ; i=i+1 )
        register_file[i] <= 32'd0;
    else if (reg_write == 1'b1)
      if(wr_reg != 5'd0)
        register_file[wr_reg] <= wr_data;
endmodule
module shl2 (d_in, d_out);
  input [31:0] d_in;
  output [31:0] d_out;
  assign d_out = d_in << 2;
endmodule
module sign_ext (d_in, d_out);
  input [15:0] d_in;
  output [31:0] d_out;
  assign d_out = {{16{d_in[15]}}, d_in};
endmodule
==> flow/run.sh <==
#!/bin/bash
# OpenROAD 26Q1-2900-gdf79404cd8, Yosys 0.63+post, stock flow scripts
make -C /OpenROAD-flow-scripts/flow DESIGN_CONFIG=/design/flow/config.mk WORK_HOME=/design/flow/orfs finish
==> flow/config.mk <==
export PLATFORM = sky130hd
export DESIGN_NAME = mips_single_cycle
export DESIGN_NICKNAME = mips_single_cycle
export VERILOG_FILES = /design/flow/design.v
export SDC_FILE = /design/flow/constraint.sdc
export NUM_CORES = 4
export LEC_CHECK = 1
export CORE_UTILIZATION = 50
==> flow/constraint.sdc <==
current_design mips_single_cycle

set clk_period 21.2
set clk_io_pct 0.2

create_clock -name clk0 -period $clk_period [get_ports {clk}]

set non_clock_inputs [all_inputs -no_clocks]
set_input_delay [expr $clk_period * $clk_io_pct] -clock clk0 $non_clock_inputs
set_output_delay [expr $clk_period * $clk_io_pct] -clock clk0 [all_outputs]
==> notes.md <==
Observations from the implementation run.

Global routing:
- Recorded from the global router log, the overflow total was 0.
- In the global route stage, overall resource usage came out at between 40% and 50%.
- The run gives the largest net degree at the start of global routing as 64.
- The number of antenna violations at the first check in global routing came to 2.
- The first global-routing pass estimated ~330,000 µm of wire.
- The number of global-route vias before repair was between 40k and 50k.

Clock tree:
- The run gives the maximum level of the CTS H-tree as 3.
- The cell sitting at the root of the clock tree is a sky130_fd_sc_hd__clkbuf_16.
- The run puts the CTS sink count at 1,056.
- The run gives the number of buffers inserted for hold repair after clock tree synthesis as 0.
- The run puts the buffer count from post-CTS setup fixing at 0.
- TritonCTS created approximately 110 clock buffers.
- The run gives the clock-pin slew on the worst setup and hold paths as roughly 0.070 ns.
- The run gives the number of buffers on the longest clock path as 3.
- TritonCTS built the clock tree.
- The run gives the latest clock arrival within the worst-skew pair as roughly 0.74 ns.
- The number of gates resized after CTS was 0.

Power:
- For this design the ratio of total power to cell area is 85.7 nW/µm².
- The run gives the peak ir drop on the vdd network as approximately 0.000067 V.
- The clock network accounts for about a third of the total power.
- The internal power of the cells totals approximately 4 mW.
- The run puts the sequential power share at between 40% and 50%.
- The run puts the fraction of power spent switching nets at about 33%.
- The share of total power dissipated in combinational logic is 27.3%.
- Summed over all cells, the static leakage comes to 24.9 nW.
- The run puts the power spent charging and discharging nets at 1.96 mW.

Die:
- The run puts the overall die area at between 100,000 and 150,000 µm².
- The run puts the initial cell density of the core at around half.
- In this run the standard cell core region covers roughly 120,000 µm².
- The run puts the die extent in y at between 300 and 400 µm.
- The run gives the count of pins on the block boundary as ~160.
- The run puts the number of standard-cell rows in the floorplan at between 100 and 150.
- Per the OpenROAD floorplan log, the width of the die is between 300 and 400 µm.

Yosys:
- The run gives the cell count after synthesis as 4,730.
- Looking at the cell usage after synthesis, the top flip-flop cell is sky130_fd_sc_hd__edfxtp_1.
- The run gives the count of flip-flops with a built-in enable after synthesis as 1,024.
- The run puts the number of cells in Yosys stat at 4,730.
- The run puts the count of unique library cells instantiated by Yosys at between 90 and 100.
- The run gives the area share of the largest cell type after synthesis as 49.8%.
- Sequential cells were found to cover between 50% and 60% of the synthesized design area.
- The run puts the synthesized chip area reported by yosys at 61,700 µm².
- Looking at area per cell type in the netlist, the leader is sky130_fd_sc_hd__edfxtp_1.
- By count the netlist is led by 1,220 x sky130_fd_sc_hd__nor2_1, 1,024 x sky130_fd_sc_hd__edfxtp_1, 640 x sky130_fd_sc_hd__mux4_2.
- The run gives the number of warnings issued by yosys as 4.
- Counting flops and latches in the post-synthesis netlist gives 1,056.
- In the post-synthesis netlist, the biggest area contributors are sky130_fd_sc_hd__edfxtp_1 50%, sky130_fd_sc_hd__mux4_2 23%, sky130_fd_sc_hd__nor2_1 7.4%.
- The run puts the async set-or-reset flop fraction in the synthesized netlist at 0%.
- The mapped netlist covers between 60,000 and 70,000 µm².
- The synthesis stats list as the most numerous cell sky130_fd_sc_hd__nor2_1.
- The run puts the mean instance size in the synthesized netlist at roughly 13 µm².

Setup path:
- The run puts the maximum fanout along the worst path at between 60 and 70.
- The worst setup path is captured at a primary output.
- The run puts the critical path required time at ~17 ns.
- The run gives the data arrival time at the worst-slack endpoint as roughly 12 ns.
- In the setup report, the worst path falls into the class input port to primary output.
- STA classifies the critical path startpoint as an input port.

Route:
- The run gives the DRC marker count from the first detailed-route iteration as ~3.3k.
- The run puts the total iterations of the first detailed-routing run at 6.
- The run gives the number of vias in the routed layout as about 43k.
- The run gives the count of antenna-violating nets left after detailed routing as 0.
- The run gives the number of remaining DRC errors as 0.
- The run gives the met3 layer wire length in the routed design as 39,700 µm.
- The run gives the highest routing layer actually used as met5.
- The run puts the total wire length after detailed routing at roughly 230,000 µm.
- The run puts the routed metal-1 wirelength at 70,700 µm.
- Wire segments on met2 add up to 107,000 µm in the final route.
- The run puts the final routed wire length divided by cell count at 35.4 µm.
- The run puts the via density per instance at around 6.6.

Placement:
- The run puts the weighted congestion at the end of routability-driven global placement at around 1.0.
- The run puts the detailed placement HPWL at ~150,000 µm.
- The run gives the post-place instance area as 65,800 µm².
- The run gives the number of buffer cells added on primary ports as roughly 160.

Timing:
- Post-route period utilization is reported as around three quarters.
- The worst path in the final design needs a cycle of between 15 and 20 ns, including I/O delays and setup.
- The pin closest to its max-slew limit shows a slew of roughly 1.3 ns.
- The run puts the number of endpoints failing setup at the final stage at 0.
- Setup repair after global routing left no endpoint under its margin.
- The run gives the number of slew-limit violations in the final report as 0.
- The run puts the count of final hold-check violations at 0.
- The run gives the final-layout setup total negative slack as 0 ns.
- The run gives the worst-case headroom to the max-slew limit as about 16%.
- The run puts the maximum operating frequency at ~62 MHz.
- The run puts the setup clock skew after layout at approximately 0.03 ns.

Status:
- The run finished with clean final reports.

Run:
- The run puts the tally of OpenROAD warnings at 90.
- The run gives the max-capacitance violation count as 0.

Final layout:
- The run puts the area growth from synthesis to layout at 12.3%.
- The run gives the fraction of layout instances using a drive strength above 1 as 23.8%.
- The finished cells cover around 69,000 µm².
- The run puts the filler cell count at roughly 9.6k.

Min path:
- The run gives the class of the most critical hold timing path as register to register.
## power by group through the flow
stage | sequential [mW] | combinational [mW] | clock, mW
CTS | 2.40 | 1.59 | 1.94
global route | 2.41 | 1.71 | 2.02
finish | 2.40 | 1.62 | 1.92
## layer usage
| layer | up-vias | global-route usage (%) |
|---|---|---|
| met5 | - | 3.13 |
| met4 | 10 | 16.2 |
| met3 | 586 | 28.9 |
| met2 | 3242 | 59.6 |
| met1 | 21100 | 50.7 |
| li1 | 18200 | - |
## area by class of cell
type | count | area (µm²) | share of cell area (%)
Sequential cell | 1056 | 31400 | 45.3
Multi-Input combinational cell | 3142 | 28700 | 41.4
Timing Repair Buffer | 371 | 3250 | 4.69
Clock buffer | 143 | 3000 | 4.34
Tap cell | 1625 | 2030 | 2.93
Clock inverter | 58 | 514 | 0.742
Inverter | 115 | 432 | 0.623
Antenna cell | 2 | 5.00 | 0.00722
## final timing paths
kind                                                   from              end  slack [ns]  cells past startpoint
worst max-delay path                               inst[21]     data_adr[30]        5.18                     22
worst min-delay path                         DP.PC.d_out[0]   DP.PC.d_out[0]        0.52                      2
worst max register to register  DP.RF.register_file[11][12]  DP.PC.d_out[24]       13.61                     21
worst min register to register               DP.PC.d_out[0]   DP.PC.d_out[0]        0.52                      2
## logic make-up after synthesis
kind of cell,count (synthesis),share of synthesized area (%)
other,1,0.00607
AND-OR/OR-AND,547,6.06
buffers and inverters,563,3.48
multiplexers,753,25.2
adder cells (fa/ha/maj),130,2.67
flip-flops,1056,50.9
AND/OR/NAND/NOR,1621,10.9
XOR/XNOR,59,0.837
## stage by stage
stage | power (mW) | hold WS (ns) | std cells | utilization, % | worst slack (ns)
after global placement | 4.03 | 0.494 | 6309 | 53.8 | 5.04
after CTS | 5.93 | 0.508 | 6510 | 56.7 | 5.04
after floorplan | 3.33 | 0.445 | 4761 | - | 7.44
after global routing | 6.14 | 0.528 | 6510 | 56.7 | 4.51
after detailed placement | 4.02 | 0.499 | 6309 | 53.8 | 5.06
final | 5.94 | 0.515 | 6512 | 56.7 | 5.18
## placed cells by master, fill, tap and decap left out, types with 21 or more instances in the layout
cell type | synthesis | routed
sky130_fd_sc_hd__nor2_1 | 1220 | 1217
sky130_fd_sc_hd__edfxtp_1 | 1024 | 1024
sky130_fd_sc_hd__mux4_2 | 640 | 640
sky130_fd_sc_hd__buf_4 | 1 | 207
sky130_fd_sc_hd__clkdlybuf4s50_1 | 0 | 152
sky130_fd_sc_hd__ha_1 | 127 | 127
sky130_fd_sc_hd__nand2_1 | 152 | 120
sky130_fd_sc_hd__a21oi_1 | 117 | 116
sky130_fd_sc_hd__clkbuf_16 | 0 | 116
sky130_fd_sc_hd__inv_1 | 112 | 112
sky130_fd_sc_hd__mux2i_1 | 102 | 101
sky130_fd_sc_hd__o21ai_0 | 113 | 84
sky130_fd_sc_hd__nand3_1 | 50 | 50
sky130_fd_sc_hd__xnor2_1 | 42 | 42
sky130_fd_sc_hd__a21o_1 | 36 | 36
sky130_fd_sc_hd__dfxtp_1 | 32 | 32
sky130_fd_sc_hd__conb_1 | 1 | 32
sky130_fd_sc_hd__nand2_2 | 0 | 31
sky130_fd_sc_hd__nand2b_2 | 0 | 31
sky130_fd_sc_hd__clkbuf_1 | 365 | 27
sky130_fd_sc_hd__a211oi_1 | 26 | 26
sky130_fd_sc_hd__clkinv_1 | 1 | 25
sky130_fd_sc_hd__nor3_1 | 25 | 24
sky130_fd_sc_hd__a22oi_1 | 23 | 23
sky130_fd_sc_hd__o22ai_1 | 23 | 23
sky130_fd_sc_hd__o21ai_2 | 0 | 23
sky130_fd_sc_hd__or3_1 | 21 | 21
## critical path, stage by stage
cell and delay, ns:
sky130_fd_sc_hd__buf_8 0.40, sky130_fd_sc_hd__buf_12 0.52, sky130_fd_sc_hd__buf_4 0.67, sky130_fd_sc_hd__buf_4 0.67, sky130_fd_sc_hd__mux4_2 0.58, sky130_fd_sc_hd__mux4_2 0.56
sky130_fd_sc_hd__mux2i_1 0.21, sky130_fd_sc_hd__nor2_1 0.08, sky130_fd_sc_hd__buf_4 0.16, sky130_fd_sc_hd__inv_1 0.05, sky130_fd_sc_hd__ha_1 0.43, sky130_fd_sc_hd__inv_1 0.21
sky130_fd_sc_hd__a21oi_1 0.28, sky130_fd_sc_hd__a311oi_1 0.19, sky130_fd_sc_hd__nor4b_2 0.41, sky130_fd_sc_hd__a21oi_2 0.19, sky130_fd_sc_hd__a31oi_1 0.27, sky130_fd_sc_hd__o221ai_1 0.18
sky130_fd_sc_hd__xnor2_1 0.17, sky130_fd_sc_hd__a22oi_1 0.13, sky130_fd_sc_hd__a21oi_1 0.51, sky130_fd_sc_hd__clkdlybuf4s50_1 0.56
## sequential cells by signal, indices dropped and copies added (netlist names)
register and flops:
DP.PC.d_out 32, DP.RF.register_file 1024
Power and IR drop assume default switching activity.
