--- design/flow/design.v ---
module mux4to1_32b (i0, i1, i2, i3,sel, y);
  input [31:0] i0, i1, i2,i3;
  input [1:0]sel;
  output [31:0] y;
  assign y = (sel==2'b11) ? i3 :
             (sel==2'b10) ? i2 :
             (sel==2'b01) ? i1 :
             (sel==2'b00) ? i0 :  31'd0;
endmodule
--- design/flow/constraint.sdc ---
current_design mux4to1_32b

set clk_period 1.5
set clk_io_pct 0.2

create_clock -name clk0 -period $clk_period

set non_clock_inputs [all_inputs -no_clocks]
set_input_delay [expr $clk_period * $clk_io_pct] -clock clk0 $non_clock_inputs
set_output_delay [expr $clk_period * $clk_io_pct] -clock clk0 [all_outputs]
--- design/flow/config.mk ---
export PLATFORM = sky130hd
export DESIGN_NAME = mux4to1_32b
export DESIGN_NICKNAME = mux4to1_32b
export VERILOG_FILES = /design/flow/design.v
export SDC_FILE = /design/flow/constraint.sdc
export NUM_CORES = 4
export LEC_CHECK = 1
export CORE_AREA = 10 10 84 84
export DIE_AREA = 0 0 94 94
--- design/flow/run.sh ---
#!/bin/bash
# OpenROAD 26Q1-2900-gdf79404cd8, Yosys 0.63+post, stock flow scripts
make -C /OpenROAD-flow-scripts/flow DESIGN_CONFIG=/design/flow/config.mk WORK_HOME=/design/flow/orfs finish
==> flow_metrics.env <==
# implementation run metrics
export IMPL_die_h_um=94
export IMPL_syn_to_final_growth_pct=185
export IMPL_worst_pin_slew_ns=0.148
export IMPL_pwr_density_cell_nw_per_um2=242
export IMPL_endpoint_kind="output port"
export IMPL_crit_type="in -> out"
export IMPL_hpwl_um=5160
export IMPL_postRouteAntennaNets=0
export IMPL_arrival_ns=1.20
export IMPL_ys_cells=39
export IMPL_fp_util=0.156
export IMPL_port_buffers=162
export IMPL_netlist_area_um2=815
export IMPL_row_count=26
export IMPL_globalplace_congestion=0.813
export IMPL_yosys_area_top_type="mux4_2"
export IMPL_seq_cell_count=0
export IMPL_setup_tns_ns=0
export IMPL_grt_pass1_wl_um=8740
export IMPL_wl_per_cell_um=22.1
export IMPL_startpoint="sel[0]"
export IMPL_postLayoutCoreUtil=0.446
export IMPL_slew_headroom=0.902
export IMPL_drtPass1Iterations=4
export IMPL_cp_data_required_time_ns=1.20
export IMPL_ys_warn_count=0
export IMPL_worstSetupEndpoint="y[20]"
export IMPL_n_clock_buffer=0
export IMPL_grtUsageTotal=0.133
export IMPL_layout_drive_gt1_share=0.366
export IMPL_yosys_area_um2=815
export IMPL_die_w_um=94
export IMPL_holdPathStages=3
export IMPL_fin_crit_ns=1.50
export IMPL_totalWireLength_um=6040
export IMPL_maxCapViolations=0
export IMPL_avgSynthCellArea_um2=20.9
export IMPL_regArea_um2=0
export IMPL_antenna_found_initial=1
export IMPL_syn_inst=39
export IMPL_grt_pass1_vias=1395
export IMPL_hold_viol_final=0
export IMPL_rsz0062_at_grt="true"
export IMPL_synth_top_cell_area_share=0.829
export IMPL_grt_overflow=0
export IMPL_yosysSeqAreaShare=0
export IMPL_outcome="completed"
export IMPL_crit_path_max_fanout=6
export IMPL_yosys_top_cells_area="mux4_2, buf_12, mux4_1"
export IMPL_grt_start_max_net_pins=17
export IMPL_fmaxAchievable_mhz=667
export IMPL_coreArea_um2=5200
export IMPL_whs_ns=1.08
export IMPL_ios=162
export IMPL_slew_violations=0
export IMPL_setup_violations=0
export IMPL_drt_iter0_drc=17
export IMPL_ir_drop_mv=0.116
export IMPL_cp_start_kind="primary input"
export IMPL_chipArea_um2=8840
export IMPL_final_period_utilization=1.00
export IMPL_yosysUniqueCellTypes=5
export IMPL_openroad_warnings=34
export IMPL_post_route_drc_count=0
export IMPL_vias_per_cell=4.42
export IMPL_p_leak_nw=1.11
export IMPL_via_count=1208
export IMPL_hold_path_class="in -> out"
cell usage in the layout (no fill, tap or decap):
master | netlist | routed
diode_2 | 0 | 1
dlygate4sd2_1 | 0 | 128
buf_2 | 3 | 33
mux4_2 | 30 | 32
buf_16 | 0 | 6
buf_12 | 3 | 3
how the worst min path moves through the flow:
| stage | startpoint | to | slack, ns |
|---|---|---|---|
| CTS | i0[30] | y[30] | 1.09 |
| global route | i3[2] | y[2] | 1.10 |
| finish | i0[30] | y[30] | 1.08 |
final cells by class:
cell class,count,area (µm²)
fill,554,2880
multi-input combinational,32,721
timing repair buffer,170,1510
tap,70,87.6
antenna,1,2.50
cell usage after synthesis:
cell	number
mux4_1	2
buf_6	1
buf_2	3
mux4_2	30
buf_12	3
report_power, final:
part | internal [mW] | leakage, nW | switching (mW)
registers | 0 | 0 | 0
clock network | 0.0000000891 | 0.00000634 | 0
logic | 0.416 | 1.11 | 0.145
metal layers:
layer  GRT usage  share of wire
met1       0.147           0.35
met2       0.239           0.52
met3      0.0646           0.13
met4     0.00380         0.0023
met5           0              0
timing repair:
item                                    CTS  global route
gates resized                           245             0
endpoints found under the setup margin   32            32
pin swaps                                 0             0
buffers inserted                          0             0
cloned                                    5             0
hold buffers                              0             0
worst max-delay path: stages:
cell    delay, ns
buf_16       0.13
buf_12       0.14
mux4_2       0.50
buf_2        0.13
per-stage QoR:
| step | instance area [µm²] | setup slack, ns | std cells | power (mW) |
|---|---|---|---|---|
| after global routing | 2320 | -0.0449 | 273 | 0.607 |
| after floorplan | 815 | 0.183 | 39 | 0.189 |
| after detailed placement | 2490 | -0.616 | 267 | 0.722 |
| after CTS | 2320 | -0.0175 | 272 | 0.577 |
| final | 2320 | 0.000149 | 273 | 0.561 |
| after global placement | 2490 | -0.615 | 267 | 0.721 |
logic make-up (layout without fill, tap and decap cells):
logic type / count (synthesis) / after routing / share of synthesized area
muxes: 32 / 32 / 0.894
buffers and inverters: 7 / 170 / 0.106
other: 0 / 1 / 0
Power and IR drop assume default switching activity.
