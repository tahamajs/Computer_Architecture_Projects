`/design/flow/run.sh`:
```
#!/bin/bash
# OpenROAD 26Q1-2900-gdf79404cd8, Yosys 0.63+post, stock flow scripts
make -C /OpenROAD-flow-scripts/flow DESIGN_CONFIG=/design/flow/config.mk WORK_HOME=/design/flow/orfs finish
```
`/design/flow/config.mk`:
```
export PLATFORM = sky130hd
export DESIGN_NAME = mux3to1_5b
export DESIGN_NICKNAME = mux3to1_5b
export VERILOG_FILES = /design/flow/design.v
export SDC_FILE = /design/flow/constraint.sdc
export NUM_CORES = 4
export LEC_CHECK = 1
export CORE_AREA = 10 10 70 70
export DIE_AREA = 0 0 80 80
```
`/design/flow/constraint.sdc`:
```
current_design mux3to1_5b

set clk_period 1.2
set clk_io_pct 0.2

create_clock -name clk0 -period $clk_period

set non_clock_inputs [all_inputs -no_clocks]
set_input_delay [expr $clk_period * $clk_io_pct] -clock clk0 $non_clock_inputs
set_output_delay [expr $clk_period * $clk_io_pct] -clock clk0 [all_outputs]
```
`/design/flow/design.v`:
```
module mux3to1_5b (i0, i1, i2, sel, y);
  input [4:0] i0, i1, i2;
  input [1:0]sel;
  output [4:0] y;
  assign y = (sel==2'b10) ? i2 :
             (sel==2'b01) ? i1 :
             (sel==2'b00) ? i0 : 31'd0;
endmodule
```
==> results.ini <==
[setup_path]
end_kind = primary output
crit_fanout = 1
arrival_ns = 0.93
endpoint = y[1]
worstSetupStartpoint = i2[1]
start_kind = input port
worstSetupPathType = in -> out
required_ns = 0.96

[die]
io_pins = 22
coreArea_sq_um = 3420
initial_utilization_pct = 3.37
fp.dieH_um = 80
fp-row-count = 21
fp.dieW_um = 80
dieArea_sq_um = 6400

[yosys]
postSynthCellCount = 12
syn-cell-area_sq_um = 115
synth.distinct_cells = 4
top_area_share_pct = 43.5
synth.area.top_cells = mux2i_1 43%, o2bb2ai_1 38%, nor2b_4 12%
yosys_area_sq_um = 115
yosys_cells = 12
avgSynthCellArea_sq_um = 9.59
yosys.stat.seqShare_pct = 0
yosysTopAreaCell = mux2i_1
synth_warnings = 0

[finish]
ff_count = 0
fin_util_pct = 12.5
final.clkbuf_count = 0
syn_to_final_growth_pct = 271
logic_area_sq_um = 118
n_fill_cell = 412
design_area_sq_um = 427
drive_gt1_share_pct = 43.9
seqCellArea_sq_um = 0

[power_and_ir_drop]
leakagePower_nw = 0.209
peakVddDrop_mv = 0.0583
power_density_nw_per_um2 = 275

[global_routing]
met2_usage_pct = 4.74
grt_use_met3_pct = 1.36
grt_pass1_wl_mm = 1.41
grt_use_total_pct = 2.91
antenna_found_initial = 0
grt_use_met1_pct = 3.63
grt.overflow.total = 0
busiest_layer = met2
grt_max_degree = 7
grt_pass1_vias = 255

[job]
warnings = 33
maxCapViolations = 0

[drt]
remaining_drc_errors = 0
finalWirelength_um = 979
antenna_left = 0
wl_per_cell_um = 11.3
drt-pass1-iter-count = 1
antenna-diode-count = 0
drt_iter0_drc = 0
viasPerCell = 2.55
num_vias = 222

[timing]
hold_viol_final = 0
grt_setup_unrepaired = no
tns_ns = 0
finalMaxSlewViolations = 0
fmaxAchievable_mhz = 853
maxSlewHeadroom_pct = 88.9
setup_violations = 0
fin_crit_sh_pct = 97.7
worst_slew_pin_slew_ns = 0.162
min_period_ns = 1.17

[clock_network]
ctsHoldBuffers = 0

[placement]
numPortBuffers = 22
place.detailed.hpwl_um = 886
gp_congestion = 0.777
post_dp_cell_area_sq_um = 400

[run_status]
outcome = finished clean

[min_path]
hold_class = in -> out

cell usage after synthesis (all sizes together):
| library cell | instances |
|---|---|
| mux2i | 5 |
| o2bb2ai | 5 |
| nor2b | 1 |
| buf | 1 |
stage by stage:
stage               hold slack [ns]  std cells  power, mW  setup WS [ns]
finish                        0.797         87      0.117         0.0277
floorplan                     0.503         12     0.0277          0.341
global placement               1.43         81      0.123         -0.685
detailed placement             1.43         81      0.124         -0.670
global route                  0.828         87      0.126        0.00667
CTS                           0.867         88      0.119       -0.00879
cells by family after synthesis:
logic type	Yosys count	synth area share, %
buf+inv	1	6.52
compound gates	5	38.0
mux	5	43.5
simple gates	1	12.0
timing repair:
action | 4_1_cts | 5_1_grt
gates cloned | 0 | 0
gates resized | 37 | 6
endpoints found under the setup margin | 5 | 5
setup buffers | 7 | 0
pin swaps | 5 | 1
critical path: stages:
cell and delay [ns]:
clkdlybuf4s50_1 0.46, o2bb2ai_1 0.11, buf_2 0.12
worst min path at each step:
| stage | start | end | slack [ns] | cells past startpoint |
|---|---|---|---|---|
| 4_1_cts | sel[1] | y[2] | 0.87 | 4 |
| 5_1_grt | i2[2] | y[2] | 0.83 | 3 |
| 6_report | i2[4] | y[4] | 0.80 | 3 |
placed cells by master (no fill, tap or decap), drive strengths merged:
cell | synthesis | final
mux2i | 5 | 5
clkdlybuf4s50 | 0 | 3
nor2b | 1 | 1
dlygate4sd2 | 0 | 10
o2bb2ai | 5 | 5
dlymetal6s2s | 0 | 2
buf | 1 | 15
metal layers:
layer	vias up	part of all wire, %
li1	108	-
met1	102	44
met2	12	45
met3	0	11
met4	0	0
met5	-	0
area by class of cell:
cell class / instances / area share [%]
tap: 46 / 13.5
timing repair buffer: 30 / 58.9
multi-input combinational: 11 / 27.6
report_power, final:
group	internal [mW]	total [mW]	switching [mW]
combinational	0.0803	0.117	0.0370
sequential	0	0	0
clock	0	0	0
total	0.0803	0.117	0.0370
Power is estimated from default activity; no workload was simulated.
